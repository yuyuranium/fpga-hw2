==> ./constraint.sdc <==
current_design top

set clk_period 4.0
set clk_io_pct 0.2

create_clock -name clk0 -period $clk_period [get_ports {clk_i}]

set non_clock_inputs [all_inputs -no_clocks]
set_input_delay [expr $clk_period * $clk_io_pct] -clock clk0 $non_clock_inputs
set_output_delay [expr $clk_period * $clk_io_pct] -clock clk0 [all_outputs]
==> ./config.mk <==
export PLATFORM = sky130hd
export DESIGN_NAME = top
export DESIGN_NICKNAME = top
export VERILOG_FILES = /design/flow/design.v
export SDC_FILE = /design/flow/constraint.sdc
export NUM_CORES = 4
export LEC_CHECK = 1
export CORE_UTILIZATION = 30
==> ./run.sh <==
#!/bin/bash
# OpenROAD 26Q1-2900-gdf79404cd8, Yosys 0.63+post, stock flow scripts
make -C /OpenROAD-flow-scripts/flow DESIGN_CONFIG=/design/flow/config.mk WORK_HOME=/design/flow/orfs finish
==> ./design.v <==
`timescale 1ns/1ps
module color_mixer (
  input         clk_i,
  input         rst_i,
  input  [23:0] color_i,
  output [2:0]  rgb_pwm_o,
  output        timeout_o
);
  reg [7:0] cnt;
  assign rgb_pwm_o = {
    cnt < color_i[23:16],
    cnt < color_i[15:8],
    cnt < color_i[7:0]
  };
  assign timeout_o = &cnt;
  always @(posedge clk_i or posedge rst_i) begin
    if (rst_i) begin
      cnt <= 8'd0;
    end else begin
      cnt <= cnt + 8'd1;
    end
  end
endmodule
module brtns_mod (
  input       clk_i,
  input       rst_i,
  input       timeout_i,
  input [4:0] brtns_i,
  output      on_pwm_o,
  output      timeout_o
);
  reg [4:0] cnt;
  assign on_pwm_o  = cnt < brtns_i;
  assign timeout_o = &cnt;
  always @(posedge clk_i or posedge rst_i) begin
    if (rst_i) begin
      cnt <= 5'd0;
    end else begin
      cnt <= (timeout_i)? cnt + 5'd1 : cnt;
    end
  end
endmodule
module controller (rst,
                   color, brightness,
                   brtns_timeout
                  );
parameter S_IDLE = 3'd0,
          S_RED = 3'd1,
          S_ORANGE = 3'd2,
          S_YELLOW = 3'd3,
          S_GREEN = 3'd4,
          S_BLUE = 3'd5,
          S_PURPLE = 3'd6;
parameter RED = 24'hFF0000;
parameter ORANGE = 24'hFF6100;
parameter YELLOW = 24'hFFFF00;
parameter GREEN = 24'h00FF00;
parameter BLUE = 24'h0000FF;
parameter PURPLE = 24'h7F1FFF;
input rst;
input brtns_timeout;
output reg [23:0] color;
output  [4:0] brightness;
reg [2:0] state, n_state;
reg [9:0] timeout_cnt;
reg [4:0] brtns_cnt;
reg cnt_mode;
wire timeout_cnt_done;
wire change_state;
assign brightness = brtns_cnt;
assign timeout_cnt_done = &timeout_cnt;
assign change_state = (~|brtns_cnt && timeout_cnt_done && cnt_mode )? 1'b1 : 1'b0;
always@(posedge brtns_timeout or posedge rst)begin
    if(rst)begin
        state <= S_IDLE;
    end
    else begin
        state <= n_state;
    end
end
always@(*)begin
    case(state)
        S_IDLE:n_state = S_RED;
        S_RED:begin
            if(change_state)begin
                n_state = S_ORANGE;
            end
            else begin
                n_state = state;
            end
        end
        S_ORANGE:begin
            if(change_state)begin
                n_state = S_YELLOW;
            end
            else begin
                n_state = state;
            end
        end
        S_YELLOW:begin
            if(change_state)begin
                n_state = S_GREEN;
            end
            else begin
                n_state = state;
            end
        end
        S_GREEN:begin
            if(change_state)begin
                n_state = S_BLUE;
            end
            else begin
                n_state = state;
            end
        end
        S_BLUE:begin
            if(change_state)begin
                n_state = S_PURPLE;
            end
            else begin
                n_state = state;
            end
        end
        S_PURPLE:begin
            if(change_state)begin
                n_state = S_RED;
            end
            else begin
                n_state = state;
            end
        end
        default:n_state = S_IDLE;
    endcase
end
always@(*)begin
    case(state)
        S_IDLE: color = 24'd0;
        S_RED: color = RED;
        S_ORANGE: color = ORANGE;
        S_YELLOW: color = YELLOW;
        S_GREEN: color = GREEN;
        S_BLUE: color = BLUE;
        S_PURPLE: color = PURPLE;
        default: color = 24'd0;
    endcase
end
always@(posedge brtns_timeout or posedge rst)begin
    if(rst)begin
        timeout_cnt <= 10'd0;
    end
    else begin
        timeout_cnt <= timeout_cnt + 10'd1;
    end
end
always@(posedge brtns_timeout or posedge rst)begin
    if(rst)begin
        brtns_cnt <= 5'd0;
        cnt_mode <= 1'b0;
    end
    else if(!cnt_mode)begin
        if(&brtns_cnt)begin
            brtns_cnt <= brtns_cnt;
            cnt_mode <= (timeout_cnt_done)? 1'b1 : 1'b0;
        end
        else begin
            brtns_cnt <= brtns_cnt + {4'd0,timeout_cnt_done};
            cnt_mode <= 1'b0;
        end
    end
    else begin
        if(~|brtns_cnt)begin
            brtns_cnt <= brtns_cnt;
            cnt_mode <= (timeout_cnt_done)?1'b0:1'b1;
        end
        else begin
            brtns_cnt <= brtns_cnt - {4'd0,timeout_cnt_done};
            cnt_mode <= 1'b1;
        end
    end
end
endmodule
module top (
  input        clk_i,
  input        rst_i,
  output [2:0] rgb4
);
  wire [23:0] color;
  wire [4:0] brtns;
  wire [2:0] rgb_pwm;
  wire brtns_timeout, mixer_timeout, on_pwm;
  assign rgb4 = rgb_pwm & {on_pwm, on_pwm, on_pwm};
  controller ctrl (
    .rst          (rst_i),
    .color        (color),
    .brightness   (brtns),
    .brtns_timeout(brtns_timeout)
  );
  color_mixer mixer (
    .clk_i    (clk_i),
    .rst_i    (rst_i),
    .color_i  (color),
    .rgb_pwm_o(rgb_pwm),
    .timeout_o(mixer_timeout)
  );
  brtns_mod mod (
    .clk_i    (clk_i),
    .rst_i    (rst_i),
    .timeout_i(mixer_timeout),
    .brtns_i  (brtns),
    .on_pwm_o (on_pwm),
    .timeout_o(brtns_timeout)
  );
  initial begin
    $dumpfile("top.vcd"); 
    $dumpvars; 
  end
endmodule
==> Table 3: Implementation characteristics <==
Physical implementation characteristics

Parameter                              Value

Worst setup path
  Startpoint types .................. register
  CP Max Fanout .................. 4
  Critical path arrival .................. 2.43 ns
  Number of buffers and inverters on the critical path .................. 1
  Critical path required time .................. 3.20 ns
  Family of cells with the greatest summed delay on the critical path .................. AND-OR/OR-AND gates
  Critical path's largest stage delay .................. 0.55 ns
  Cell with the largest stage delay on the worst path .................. sky130_fd_sc_hd__clkdlybuf4s50_1
  Crit path capture type .................. primary output
  CP cell instances .................. ha_1 -> a21o_1 -> a21oi_1 -> o21ai_0 -> a2111oi_0 -> clkdlybuf4s50_1
  Type of the worst setup path .................. register to primary output

Place
  Hpwl dp .................. 2.65 mm
  Weighted congestion reported at the end of routability-driven placement .................. 0.760
  Port buffer count .................. 4

GRT
  Antenna violations before repair .................. 0
  Global-route total usage across every layer .................. 0.105
  Number of global-route vias before repair .................. 1391
  Global-route wire length before repair .................. 6.31 mm
  Pin count of the biggest net entering global routing .................. 24
  Global route total overflow .................. 0

Timing
  Max Freq .................. 310 MHz
  Worst-margin pin slew .................. 0.702 ns
  Slew Limit Fails .................. 0
  Setup clock skew after layout .................. 0.000450 ns
  Final tally of hold violations .................. 0
  Share of the clock period used by the worst path after layout .................. 0.807
  Count of endpoints without a timing constraint .................. 22
  Setup violation total in the final timing report .................. 0
  Setup Total Neg Slack .................. 0 ns
  Count of unclocked register or latch pins .................. 23
  Setup repair after global routing missed its margin .................. no
  Clock period minus worst slack .................. 3.23 ns
  Max transition margin .................. 0.532

Synthesis
  Synthesized chip area reported by yosys .................. 0.00216 mm2
  Largest cells by area after synthesis .................. sky130_fd_sc_hd__dfrtp_1, sky130_fd_sc_hd__ha_1, sky130_fd_sc_hd__xnor2_1, sky130_fd_sc_hd__mux2_2, sky130_fd_sc_hd__xor2_1
  Sequential-to-total area share from yosys stat .................. 0.417
  Yosys warning tally .................. 6
  Syn Inst Count .................. 199
  Area share, top type .................. 0.405
  Biggest area consumer among synthesized cells .................. sky130_fd_sc_hd__dfrtp_1
  Synthesized area per cell .................. 10.9 um2
  Mapped cell area .................. 0.00216 mm2
  Seq cells post-synth .................. 36
  Yosys cell count .................. 199
  Distinct cells, synth .................. 33

Detailed routing
  Drt initial violations .................. 43
  Count of nets left with antenna violations after detail routing .................. 0
  Vias .................. 1399
  Via-to-Cell Ratio .................. 4.62
  Wire length per cell .................. 11.4 um
  First-pass iteration count of the detailed router .................. 4
  Number of design rule violations left after detail routing .................. 0
  Wirelength, routed .................. 3.46 mm
  Antenna Diode Count .................. 0

Power
  Switching power as a share of total power .................. 0.200
  Areal power density over the cells .................. 107 mW/mm2
  Maximum vdd drop .................. 93.6 uV
  Internal power of the cells .................. 0.203 mW
  Sequential power share .................. 0.517
  Standby leakage power .................. 1.12 nW
  Part of the total power dissipated in the clock network .................. 0.449
  Fraction of power consumed by combinational cells .................. 0.034
  Switching power of the nets .................. 0.0510 mW
  Final total power .................. 0.254 mW

Floorplan
  Fp util .................. 0.315
  Chip Height .................. 86.9 um
  Die X-Extent .................. 86.9 um
  Ports .................. 5
  Die Size .................. 0.00756 mm2
  Core area .................. 0.00687 mm2
  Number of rows in the core area .................. 30

Clocking
  Post-cts hold buffer count .................. 0
  Root buffer selected by CTS .................. sky130_fd_sc_hd__clkbuf_8
  Post-CTS repair timing setup buffer count .................. 0
  CTS tree .................. built
  Clock slew seen by the registers of the worst setup and hold paths .................. 0.05 ns
  H-tree levels .................. 1
  Number of buffers created by CTS .................. 3
  Max Root-Sink Buffers .................. 2
  Clock network latency to the later pin of the worst-skew pair .................. 0.24 ns
  Post_cts resized .................. 0

Run status
  Result of the run .................. complete, no violations

Flow run
  # Max-Cap Violations .................. 0
  Number of logged tool warnings .................. 25

Layout
  Layout cell share with drive strength beyond 1 .................. 0.0773
  Layout area overhead .................. 9.77%

Worst hold path
  Class of the worst hold path .................. register to register
## cell usage in the layout (no fill, tap or decap), types with 2 or more instances in the layout
cell / instances
sky130_fd_sc_hd__clkbuf_8: 3
sky130_fd_sc_hd__nand3_1: 11
sky130_fd_sc_hd__and3_1: 5
sky130_fd_sc_hd__nor4_1: 3
sky130_fd_sc_hd__buf_4: 2
sky130_fd_sc_hd__a21o_1: 9
sky130_fd_sc_hd__a21oi_1: 9
sky130_fd_sc_hd__nor3_1: 4
sky130_fd_sc_hd__mux2_2: 7
sky130_fd_sc_hd__nand2_1: 9
sky130_fd_sc_hd__o21ai_0: 6
sky130_fd_sc_hd__xnor2_1: 13
sky130_fd_sc_hd__dfrtp_1: 35
sky130_fd_sc_hd__clkdlybuf4s50_1: 4
sky130_fd_sc_hd__a2111oi_0: 3
sky130_fd_sc_hd__or3_1: 2
sky130_fd_sc_hd__ha_1: 33
sky130_fd_sc_hd__inv_1: 11
sky130_fd_sc_hd__nand4_1: 5
sky130_fd_sc_hd__nor2_1: 11
sky130_fd_sc_hd__xor2_1: 8
## through the flow
step,hold WS [ns],cell area (um2),worst slack [ns],utilization,std cells
floorplan,0.463,2160,1.84,-,199
global placement,0.510,2330,0.989,0.339,299
detailed placement,0.513,2330,1.03,0.339,299
CTS,0.525,2370,0.754,0.346,303
global route,0.547,2370,0.581,0.346,303
finish,0.523,2370,0.771,0.346,303
## metal layers
metal / vias up / share of wire / GRT usage
li1: 732 / - / -
met2: 9 / 0.45 / 0.172
met4: 0 / 0.0040 / 0.00606
met1: 656 / 0.54 / 0.163
met3: 2 / 0.012 / 0.00962
met5: - / 0 / 0
## cell usage after synthesis
cell	n
sky130_fd_sc_hd__a2111oi_0	3
sky130_fd_sc_hd__a211o_1	1
sky130_fd_sc_hd__a21o_1	9
sky130_fd_sc_hd__a21oi_1	9
sky130_fd_sc_hd__and3_1	5
sky130_fd_sc_hd__clkbuf_1	1
sky130_fd_sc_hd__clkbuf_2	1
sky130_fd_sc_hd__conb_1	1
sky130_fd_sc_hd__dfrtp_1	35
sky130_fd_sc_hd__dfstp_2	1
sky130_fd_sc_hd__fa_1	1
sky130_fd_sc_hd__ha_1	33
sky130_fd_sc_hd__inv_1	11
sky130_fd_sc_hd__mux2_2	7
sky130_fd_sc_hd__nand2_1	9
sky130_fd_sc_hd__nand2b_1	1
sky130_fd_sc_hd__nand3_1	11
sky130_fd_sc_hd__nand3_2	1
sky130_fd_sc_hd__nand4_1	5
sky130_fd_sc_hd__nor2_1	11
sky130_fd_sc_hd__nor2b_1	1
sky130_fd_sc_hd__nor3_1	4
sky130_fd_sc_hd__nor3b_1	1
sky130_fd_sc_hd__nor4_1	3
sky130_fd_sc_hd__nor4_2	1
sky130_fd_sc_hd__nor4b_4	1
sky130_fd_sc_hd__o2111ai_1	1
sky130_fd_sc_hd__o211ai_1	1
sky130_fd_sc_hd__o21a_1	1
sky130_fd_sc_hd__o21ai_0	6
sky130_fd_sc_hd__or3_1	2
sky130_fd_sc_hd__xnor2_1	13
sky130_fd_sc_hd__xor2_1	8
## final cells by class
cell class | count | area (um2)
clock buffers | 4 | 45.0
flip-flops and latches | 36 | 902
well taps | 96 | 120
repair buffers | 6 | 55.1
fillers | 678 | 4490
inverters | 11 | 41.3
multi-input cells | 150 | 1210
## path summary, 6_finish.rpt
check / cells after the start / from / slack [ns] / to
worst min register to register: 1 / mod.cnt[3] / 0.52 / mod.cnt[3]
worst max-delay path: 6 / mod.cnt[1] / 0.77 / rgb4[1]
max in group asynchronous: 3 / rst_i / 2.37 / mod.cnt[2]
min in group asynchronous: 2 / rst_i / 0.93 / mod.cnt[4]
worst max register to register: 5 / mixer.cnt[0] / 2.30 / mod.cnt[1]
worst min-delay path: 1 / mod.cnt[3] / 0.52 / mod.cnt[3]
## logic make-up after synthesis
group,share of synthesized area
AND-OR/OR-AND,0.0931
XOR/XNOR,0.0850
adder cells (fa/ha/maj),0.200
buffers and inverters,0.0231
flip-flops,0.417
multiplexers,0.0364
other,0.00173
AND/OR/NAND/NOR,0.143
## power groups by stage
stage	registers, mW	logic (mW)	clock network (mW)
6_report	0.132	0.00860	0.114
5_1_grt	0.131	0.0104	0.128
4_1_cts	0.132	0.00945	0.118
No activity file was given, so power comes from the tool's default toggle rates.
